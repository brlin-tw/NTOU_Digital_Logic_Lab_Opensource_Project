### /design/flow/constraint.sdc
current_design SAP_1_control_matrix

set clk_period 1.0
set clk_io_pct 0.2

create_clock -name clk0 -period $clk_period

set non_clock_inputs [all_inputs -no_clocks]
set_input_delay [expr $clk_period * $clk_io_pct] -clock clk0 $non_clock_inputs
set_output_delay [expr $clk_period * $clk_io_pct] -clock clk0 [all_outputs]
### /design/flow/config.mk
export PLATFORM = sky130hd
export DESIGN_NAME = SAP_1_control_matrix
export DESIGN_NICKNAME = SAP_1_control_matrix
export VERILOG_FILES = /design/flow/design.v
export SDC_FILE = /design/flow/constraint.sdc
export NUM_CORES = 4
export LEC_CHECK = 1
export CORE_AREA = 10 10 70 70
export DIE_AREA = 0 0 80 80
### /design/flow/design.v
	`timescale 1ns / 100ps
	module SAP_1_control_matrix(Cp, Ep, LMbar, CEbar, LIbar, EIbar, LAbar, EA, SU, EU, LBbar, LObar, LDA, ADD, SUB, OUT, ring_counter);
		output Cp, Ep, LMbar, CEbar, LIbar, EIbar, LAbar, EA, SU, EU, LBbar, LObar;
		input LDA, ADD, SUB, OUT;
		input [6:1]ring_counter;
		wire Cp, Ep, LMbar, CEbar, LIbar, EIbar, LAbar, EA, SU, EU, LBbar, LObar;
		wire LDA, ADD, SUB, OUT;
		wire [6:1]ring_counter;
	assign Cp = ring_counter[2];
	assign Ep = ring_counter[1];
	assign LMbar = !((LDA || ADD || SUB)
									&& ring_counter[4] || ring_counter[1]);
	assign CEbar = !(ring_counter[3] ||
										(LDA || ADD || SUB) &&
										ring_counter[5]);
	assign LIbar = !ring_counter[3];
	assign EIbar = !((LDA || ADD || SUB) &&
										ring_counter[4]);
	assign LAbar = !(LDA && ring_counter[5] ||
										(ADD || SUB) &&
										ring_counter[6]);
	assign EA = OUT && ring_counter[4];
	assign SU = SUB && ring_counter[6];
	assign EU = (ADD || SUB) && ring_counter[6];
	assign LBbar = !((ADD || SUB) &&
									ring_counter[5]);
	assign LObar = !(OUT && ring_counter[4]);
	endmodule
### /design/flow/run.sh
#!/bin/bash
# OpenROAD 26Q1-2900-gdf79404cd8, Yosys 0.63+post, stock flow scripts
make -C /OpenROAD-flow-scripts/flow DESIGN_CONFIG=/design/flow/config.mk WORK_HOME=/design/flow/orfs finish
==> results.py <==
# Auto-generated metrics
metrics = {
    "outcome": {
        "outcome": "complete, but fails checks",
        "violations": "setup timing",
    },
    "hold_path": {
        "hold_path.class": "input pin to primary output",
    },
    "power": {
        "p_leak_nw": 0.168,
        "ir_worst_vdd_v": 0.0000281,
        "power_density_mw_per_mm2": 321,
    },
    "grt": {
        "globalRouteOverflowTotal": 0,
        "grt_start_max_net_pins": 4,
        "grt_pass1_vias": 187,
        "grt_usage_pct": 1.78,
        "grt_pass1_wl_um": 959,
        "grt_antenna_before_repair": 0,
    },
    "critical_path": {
        "critPathMaxStageDelay_ns": 0.40,
        "slowest_stage": "or3_4",
        "critPathKind": "input pin to primary output",
        "worst_path_most_repeated_cell": "buf_6",
        "worstPathMaxFanout": 3,
        "required_ns": 0.80,
        "crit_arrival_ns": 1.01,
        "critPathLaunchType": "input pin",
        "crit_chain": "buf_6 > or3_4 > buf_6 > a21oi_2 > buf_2",
        "cp-end-kind": "primary output",
    },
    "floorplanning": {
        "rows": 21,
        "initial_core_util_pct": 2.45,
        "coreArea_mm2": 0.00342,
        "pin_count": 22,
        "die_x_um": 80,
        "die_h_um": 80,
        "die_area_mm2": 0.00640,
    },
    "finish": {
        "final_cell_mix": "buf_6 (7), buf_2 (7), dlygate4sd2_1 (4), buf_4 (4)",
        "drive_gt1_share_pct": 71.8,
        "syn2layout_area_growth_pct": 324,
        "fin_util_pct": 10.4,
        "clock_buffers": 0,
        "flops": 0,
        "nFillCells": 408,
        "flop_area_um2": 0,
    },
    "yosys": {
        "avgSynthCellArea_um2": 6.45,
        "syn_area_um2": 83.8,
        "yosysWarnings": 0,
        "synth.distinct_cells": 9,
        "ys_seq_share_pct": 0,
        "yosys_area_um2": 83.8,
        "netlist_instances": 13,
        "ys_cells": 13,
    },
    "job": {
        "drv_cap": 0,
        "log.warning_count": 34,
    },
    "sta": {
        "slew-limit-headroom_pct": 93.1,
        "rsz0062_at_grt": "true",
        "timing.fmax_mhz": 825,
        "min_period_over_period_pct": 121,
        "final-max-slew-violation-count": 0,
        "setup_violations": 5,
        "period_minus_slack_ns": 1.21,
        "tightest_slew_ns": 0.103,
        "hold_violations": 0,
        "fin_ws_ns": -0.212,
    },
    "drt": {
        "antennaDiodeCount": 0,
        "drc": 0,
        "drtIter0Drc": 2,
        "drt-total-wl_um": 668,
        "wire_per_inst_um": 7.86,
        "firstDrtPassIters": 3,
        "drtAntennaViolNets": 0,
        "vias": 194,
        "vias_per_cell": 2.28,
    },
    "place": {
        "io_buffers": 20,
        "dpl_worst_slack_ns": -0.858,
        "hpwl_um": 554,
        "place_congestion": 0.789,
    },
}
[synthesized netlist by cell type (all sizes together)]
| cell | n | area [µm²] |
|---|---|---|
| inv | 2 | 7.51 |
| buf | 2 | 15.0 |
| o21ai | 1 | 5.00 |
| o21a | 1 | 7.51 |
| and2 | 1 | 7.51 |
| nand2 | 2 | 7.51 |
| or3 | 1 | 11.3 |
| a21oi | 3 | 22.5 |
[timing repair]
| action | 4_1_cts | 5_1_grt |
|---|---|---|
| setup endpoints to repair | 11 | 9 |
| hold endpoints to repair | 0 | 0 |
| pin swaps | 5 | 0 |
| buffers inserted | 5 | 0 |
| gates resized | 55 | 7 |
| hold buffers | 0 | 0 |
[power by group]
| part | switching (mW) | leakage (nW) | internal, mW | total [mW] |
|---|---|---|---|---|
| combinational | 0.0349 | 0.168 | 0.0791 | 0.114 |
| sequential | 0 | 0 | 0 | 0 |
| clock | 0 | 0 | 0 | 0 |
[worst max-delay path, delay by kind of cell]
family | cells | cell delay, ns
and+or+nand+nor | 1 | 0.40
buffers and inverters | 3 | 0.32
AOI/OAI and AO/OA | 1 | 0.09
[stage by stage]
| stage | power, mW | cells | hold slack [ns] | area [µm²] | setup TNS (ns) |
|---|---|---|---|---|---|
| floorplan | 0.0179 | 13 | 0.409 | 83.8 | 0 |
| global placement | 0.120 | 80 | 0.400 | 349 | -6.83 |
| detailed placement | 0.121 | 80 | 0.400 | 349 | -6.93 |
| CTS | 0.113 | 85 | 0.400 | 362 | -0.627 |
| global route | 0.127 | 85 | 0.400 | 355 | -0.794 |
| finish | 0.114 | 85 | 0.400 | 355 | -0.627 |
[final cells by class]
| class | instances | area [µm²] | area share (%) |
|---|---|---|---|
| Inverter | 2 | 7.51 | 2.11 |
| Multi-Input combinational cell | 9 | 65.1 | 18.3 |
| Tap cell | 46 | 57.6 | 16.2 |
| Timing Repair Buffer | 28 | 225 | 63.4 |
[routing by layer]
layer,track usage [%],up-vias,routed length [µm]
met4,0,0,0
met1,2.31,81,295
met5,0,-,0
met2,2.65,18,216
li1,-,95,-
met3,1.02,0,157
[path summary, 6_finish.rpt]
kind,start,to,slack [ns],cells after the start
max,LDA,CEbar,-0.21,5
min,ring_counter[2],Cp,0.40,0
[cell families (layout without fill, tap and decap cells)]
logic type | Yosys count | count (layout) | synth area share (%)
AND-OR/OR-AND | 5 | 5 | 41.8
AND/OR/NAND/NOR | 4 | 4 | 31.3
buffers and inverters | 4 | 30 | 26.9
Power figures rest on the tool's default switching activity, not on a simulated workload.
