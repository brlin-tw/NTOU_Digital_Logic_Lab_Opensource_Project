--- config.mk ---
export PLATFORM = sky130hd
export DESIGN_NAME = counterSyncPosRstWithPosEnUp4bit
export DESIGN_NICKNAME = counterSyncPosRstWithPosEnUp4bit
export VERILOG_FILES = /design/flow/design.v
export SDC_FILE = /design/flow/constraint.sdc
export NUM_CORES = 4
export LEC_CHECK = 1
export CORE_AREA = 10 10 70 70
export DIE_AREA = 0 0 80 80
--- constraint.sdc ---
current_design counterSyncPosRstWithPosEnUp4bit

set clk_period 1.3
set clk_io_pct 0.2

create_clock -name clk0 -period $clk_period [get_ports {clock}]

set non_clock_inputs [all_inputs -no_clocks]
set_input_delay [expr $clk_period * $clk_io_pct] -clock clk0 $non_clock_inputs
set_output_delay [expr $clk_period * $clk_io_pct] -clock clk0 [all_outputs]
--- design.v ---
	`timescale 1ns / 100ps
	module counterSyncPosRstWithPosEnUp4bit(
		out,
		clock,
		reset,
		enable); 
		output [3:0] out;
		input clock, reset, enable;
		reg [3:0] out;
		wire clock, reset, enable;
		always @ (posedge clock) begin
			if (reset == 1'b1) begin
				out <= #1 4'b0000;
			end
			else if(enable == 1'b1) begin
				out <= #1 out + 1;
			end
		end
	endmodule
--- run.sh ---
#!/bin/bash
# OpenROAD 26Q1-2900-gdf79404cd8, Yosys 0.63+post, stock flow scripts
make -C /OpenROAD-flow-scripts/flow DESIGN_CONFIG=/design/flow/config.mk WORK_HOME=/design/flow/orfs finish
==> flow_metrics.env <==
# flow metrics
export IMPL_cts_tree="yes"
export IMPL_dp_slack_ps=27.8
export IMPL_worst_setup_path_start_kind="flip-flop"
export IMPL_numSynthFlops=4
export IMPL_slew_violations=0
export IMPL_seq_power_share_pct=40.8
export IMPL_grt_busiest_layer="met1"
export IMPL_place_gp_congestion=0.662
export IMPL_synth_edff_count=0
export IMPL_cellPowerDensity_mw_per_mm2=935
export IMPL_dp_cells=71
export IMPL_critPathRequiredTime_ps=1040
export IMPL_power_leakage_uw=0.000184
export IMPL_antenna_found_initial=0
export IMPL_top_cell="dfxtp_1"
export IMPL_grt_pass1_vias=181
export IMPL_synth_area_leader_cell="dfxtp_1"
export IMPL_ys_area_um2=179
export IMPL_use_met2_pct=1.61
export IMPL_grt_pass1_wl_um=807
export IMPL_wl_per_cell_um=6.48
export IMPL_top_cell_area_share_pct=44.8
export IMPL_top_cells_by_count="4 x dfxtp_1, 3 x nor2_1"
export IMPL_cts_sinks=4
export IMPL_clock_path_buffers=2
export IMPL_max_vdd_ir_drop_mv=0.314
export IMPL_finalHoldViolations=0
export IMPL_yosys_warnings=1
export IMPL_path_clk_slew_ps=40
export IMPL_log_warning_count=25
export IMPL_power_internal_uw=264
export IMPL_hold_path_end="out[1]$_SDFFE_PP0P_"
export IMPL_totalWireLength_um=486
export IMPL_avgViaCountPerCell=2.09
export IMPL_regMostFlops="out"
export IMPL_p_switching_uw=72.1
export IMPL_min_path_cells=2
export IMPL_worst_slack_ps=220
export IMPL_drive_gt1_share_pct=48.3
export IMPL_cp_slowest_cell="dfxtp_2"
export IMPL_skew_ps=0.901
export IMPL_topCellsByArea="dfxtp_1 45%, mux2_4 8.4%, ha_1 7.0%"
export IMPL_ff2ff_setup_slack_ps=260
export IMPL_chipHeight_um=80
export IMPL_clockRootBuffer="clkbuf_4"
export IMPL_grt_start_max_net_pins=5
export IMPL_yosys_stat_cells=16
export IMPL_fmax_mhz=926
export IMPL_path_buffers=1
export IMPL_postRouteAntennaNets=0
export IMPL_avgSynthCellArea_um2=11.2
export IMPL_globalRouteMet1Util_pct=2.31
export IMPL_finalClockPeriodUsage_pct=83.0
export IMPL_max_stage_delay_ps=320
export IMPL_final_setup_viol_count=0
export IMPL_yosysUniqueCellTypes=11
export IMPL_timing_hold_ws_ps=534
export IMPL_r2r_end="out[2]$_SDFFE_PP0P_"
export IMPL_chipArea_mm2=0.00640
export IMPL_combinationalPowerShare_pct=13.8
export IMPL_async_reset_ff_share_pct=0
export IMPL_synthToLayoutAreaGrowth_pct=101
export IMPL_num_vias=157
export IMPL_worstSetupPathType="reg -> out"
export IMPL_core_area_mm2=0.00342
export IMPL_num_antenna_cells=0
export IMPL_grt_setup_unrepaired="no"
export IMPL_grt_use_met3_pct=1.82
export IMPL_initial_utilization_pct=5.24
export IMPL_drt_initial_drc_count=5
export IMPL_min_period_ps=1080
export IMPL_setup_tns_ps=0
export IMPL_cap_violations=0
export IMPL_worst_pin_slew_ps=151
export IMPL_top_regs="out: 4 flops"
export IMPL_critPathCaptureType="primary output"
export IMPL_critical_path_max_fanout=4
export IMPL_grt_total_usage_pct=1.69
export IMPL_arrival_ps=820
export IMPL_htree_levels=1
export IMPL_die_x_um=80
export IMPL_port_buffers=6
export IMPL_crit_chain="dlygate4sd2_1"
export IMPL_stdcell_count=75
export IMPL_status="completed"
export IMPL_min_from="out[1]$_SDFFE_PP0P_"
export IMPL_yosysSeqAreaShare_pct=44.8
export IMPL_reg2reg_from="out[0]$_SDFFE_PP0P_"
export IMPL_dr_pass1_iters=2
export IMPL_hold_class="reg -> reg"
export IMPL_netlist_instances=16
export IMPL_numCtsBuffers=3
export IMPL_insertion_delay_ps=230
export IMPL_io_pins=7
export IMPL_drcViolationCount=0
export IMPL_syn_area_um2=179
export IMPL_ff_type="dfxtp_1"
export IMPL_largest_reg_flops=4
export IMPL_grt_overflow=0
export IMPL_crit_family="flip-flops"
export IMPL_core_rowCount=21
export IMPL_power_frac_clock_pct=45.4
export IMPL_r2r_cells=4
export IMPL_slew_headroom_pct=89.9
export IMPL_swShare_pct=21.5
-- how the worst max path moves through the flow --
stage	from	end	depth (start not counted)
4_1_cts	out[0]$_SDFFE_PP0P_	out[0]	1
5_1_grt	out[1]$_SDFFE_PP0P_	out[1]	1
6_report	out[2]$_SDFFE_PP0P_	out[2]	1
-- stage by stage --
step,power [µW],area (µm²),util (%)
global placement,187,319,9.34
finish,336,359,10.5
CTS,345,354,10.4
global route,366,359,10.5
detailed placement,188,319,9.34
floorplan,152,179,-
-- cell families after synthesis --
| family | count (synthesis) | share of synthesized area, % |
|---|---|---|
| AND/OR/NAND/NOR | 6 | 21.0 |
| multiplexers | 2 | 14.0 |
| flip-flops | 4 | 44.8 |
| XOR/XNOR | 1 | 4.90 |
| AND-OR/OR-AND | 2 | 8.39 |
| adder cells (fa/ha/maj) | 1 | 6.99 |
-- final cells by class --
cell class                      instances  area (µm²)
Fill cell                             410        3060
Tap cell                               46        57.6
Multi-Input combinational cell         12        98.8
Timing Repair Buffer                   10        92.6
Clock buffer                            3        22.5
Sequential cell                         4        87.6
-- power groups by stage --
stage         Combinational (µW)  Sequential (µW)  Clock, µW
CTS                         48.3              138        159
global route                52.9              138        175
finish                      46.3              137        153
-- what timing repair did --
item / in CTS / in global routing
endpoints found under the setup margin: 4 / 2
resized: 7 / 2
setup buffers: 1 / 0
gates cloned: 0 / 0
hold buffers: 0 / 0
-- per-layer routing --
layer / share of wire [%] / wire length, µm
met5: 0 / 0
met3: 15 / 72
met4: 0 / 0
met2: 31 / 150
met1: 54 / 262
-- placed cells by master (no fill, tap or decap), drive strengths merged --
| cell type | count |
|---|---|
| a21bo | 1 |
| a21oi | 1 |
| buf | 4 |
| clkbuf | 3 |
| clkdlybuf4s50 | 2 |
| dfxtp | 4 |
| dlygate4sd2 | 2 |
| dlymetal6s2s | 2 |
| ha | 1 |
| mux2 | 1 |
| mux2i | 1 |
| nand3b | 1 |
| nand4 | 1 |
| nor2 | 3 |
| nor2b | 1 |
| xnor2 | 1 |
Power is estimated from default activity; no workload was simulated.
